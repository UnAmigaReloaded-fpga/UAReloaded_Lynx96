File: flow/run.sh
#!/bin/bash
# OpenROAD 26Q1-2900-gdf79404cd8, Yosys 0.63+post, stock flow scripts
make -C /OpenROAD-flow-scripts/flow DESIGN_CONFIG=/design/flow/config.mk WORK_HOME=/design/flow/orfs finish
File: flow/config.mk
export PLATFORM = sky130hd
export DESIGN_NAME = i2s
export DESIGN_NICKNAME = i2s
export VERILOG_FILES = /design/flow/design.v
export SDC_FILE = /design/flow/constraint.sdc
export NUM_CORES = 4
export LEC_CHECK = 1
export CORE_UTILIZATION = 30
File: flow/constraint.sdc
current_design i2s

set clk_period 4.2
set clk_io_pct 0.2

create_clock -name clk0 -period $clk_period [get_ports {clk}]

set non_clock_inputs [all_inputs -no_clocks]
set_input_delay [expr $clk_period * $clk_io_pct] -clock clk0 $non_clock_inputs
set_output_delay [expr $clk_period * $clk_io_pct] -clock clk0 [all_outputs]
File: flow/design.v
module i2s
#(
	parameter AUDIO_DW = 16
)
(
	input      reset,
	input      clk,
	input      ce,
	output reg sclk,
	output reg lrclk,
	output reg sdata,
	input [AUDIO_DW-1:0]	left_chan,
	input [AUDIO_DW-1:0]	right_chan
);
always @(posedge clk) begin
	reg  [7:0] bit_cnt;
	reg msclk;
	reg [AUDIO_DW-1:0] left;
	reg [AUDIO_DW-1:0] right;
	if (reset) begin
		bit_cnt <= 1;
		lrclk   <= 1;
		sclk    <= 1;
		msclk   <= 1;
	end
	else begin
		sclk <= msclk;
		if(ce) begin
			msclk <= ~msclk;
			if(msclk) begin
				if(bit_cnt >= AUDIO_DW) begin
					bit_cnt <= 1;
					lrclk <= ~lrclk;
					if(lrclk) begin
						left  <= left_chan;
						right <= right_chan;
					end
				end
				else begin
					bit_cnt <= bit_cnt + 1'd1;
				end
				sdata <= lrclk ? right[AUDIO_DW - bit_cnt] : left[AUDIO_DW - bit_cnt];
			end
		end
	end
end
endmodule
==> flow_metrics.tcl <==
# flow metrics
set metrics [dict create \
    slowest_delay_ns 0.70 \
    ant_nets 0 \
    setup_viol 0 \
    min_path_cells 2 \
    grt_pass1_wl_mm 4.781 \
    die_area_um2 6346 \
    portBuffers 37 \
    slowest_stage "and3b_2" \
    cts_resized 0 \
    die_h_um 79.66 \
    max_freq_mhz 398.6 \
    synth_flop_count 44 \
    syn_avg_cell_area_um2 15.87 \
    power_frac_seq_pct 54.6 \
    firstDrtPassIters 6 \
    power.share.clock_pct 35.1 \
    tns_ns 0 \
    p_sw_w 0.0001756 \
    root_buffer "clkbuf_8" \
    drt_iter0_drc 63 \
    cts_tree "done" \
    area_leaders "edfxtp_1 55%, dfxtp_1 12%, mux4_2 10%" \
    required_ns 4.12 \
    ys_chip_area_um2 1809 \
    tool_warnings 26 \
    antenna_found_initial 0 \
    setup_slack_ns 1.692 \
    setup.worst_path.start_class "input pin" \
    clkLatencyLatePin_ns 0.29 \
    cts_setup_buffers 0 \
    p_int_w 0.0007041 \
    ys_cells 114 \
    dr_total_vias 1020 \
    gr-total-overflow 0 \
    die_width_um 79.66 \
    drt-total-wl_mm 2.917 \
    htreeDepth 2 \
    vdd.ir_drop.worst_v 0.0002212 \
    power.leakage_nw 0.8017 \
    min_path_type "flip-flop to flip-flop" \
    grt_pass1_vias 1050 \
    crit_type "input pin to flip-flop" \
    drcViolationCount 0 \
    yosysWarnings 1 \
    pin_count 38 \
    cts-buffers-inserted 5 \
    critPathArrivalTime_ns 2.43 \
    drv_slew 0 \
    clk_pin_slew_ns 0.08 \
    total_power_w 0.0008797 \
    grt.total_usage_pct 10.36 \
    holdBufCountCts 0 \
    status "complete, no violations" \
    syn_area_um2 1809 \
    skew_ns 0.004728 \
    worst_pin_slew_ns 0.7199 \
    p_comb_share_pct 10.3 \
    max_slew_margin_pct 52.01 \
    r2r_cells 7 \
    rsz0062_at_grt "false" \
    cts_num_sinks 44 \
    final_layout_size_suffix_gt1_share_pct 15.58 \
    path_cells "clkdlybuf4s50_1 > nand2_1 > a21oi_2 > and3b_2" \
    clk_path_buf_depth 2 \
    powerDensity_nw_per_um2 375.2 \
    fp_util_pct 31.88 \
    core_um2 5675 \
    synth_cell_type_count 35 \
    fp-row-count 27 \
    period_used_pct 59.73 \
    grt_max_degree 33 \
    syn2layout_area_growth_pct 29.60 \
    synthCells 114 \
    swShare_pct 19.96 \
    diodes 0 \
    min_period_ns 2.508 \
    top_area_share_pct 54.77 \
    viasPerCell 4.513 \
    cp-end-kind "flip-flop" \
    wl_per_cell_um 12.91 \
    hold_violations 0 \
    place.gp.congestion 0.7790 \
    pre_cts_slack_ns 1.380 \
    hpwlAfterDp_mm 2.100 \
    ys_seq_share_pct 66.94 \
    top_area_cell "edfxtp_1" \
    cp_max_fo 32 \
    cap_violations 0 \
]
[routing by layer]
metal	GRT usage, %	routed length, µm
met2	16.32	1291
met3	3.132	170
met5	0	0
met1	15.06	1389
met4	1.818	66
[worst max-delay path: cells and delay by family]
kind                   cells  cell delay (ns)
AND-OR/OR-AND              1             0.20
buffers and inverters      1             0.53
AND/OR/NAND/NOR            2             0.86
[final timing paths]
kind,from,endpoint,slack [ns]
max,ce,flip-flop,1.69
min,flip-flop,flip-flop,0.48
max reg2reg,flip-flop,sdata$_DFFE_PP_,1.74
min reg2reg,flip-flop,flip-flop,0.48
[power by group through the flow]
stage,clock network (W),registers [W],logic (W)
after CTS,0.000316,0.000481,0.0000921
after global routing,0.000333,0.000482,0.000101
final,0.000308,0.000480,0.0000909
[layout make-up]
cell class | count | area, µm²
fill | 519 | 3331
sequential | 44 | 1211
multi-input combinational | 63 | 559.3
timing repair buffer | 37 | 370.4
tap | 72 | 90.09
clock buffer | 5 | 68.82
clock inverter | 3 | 37.54
inverter | 2 | 7.507
[Yosys cell counts (all sizes together)]
master	instances
o211ai	1
mux4	8
nand2b	1
nand3	3
ha	2
nand2	3
nor3	3
or4	1
or2	3
a211o	1
a211oi	1
mux2	1
a21o	1
buf	2
o21ai	1
nor2	8
or3	1
dfxtp	11
and3	4
inv	2
nor3b	1
xor2	3
a21oi	3
a31oi	2
and2	1
edfxtp	33
clkbuf	3
mux2i	2
xnor2	7
and3b	1
[metrics by stage]
stage	utilization, %	instance area (µm²)	hold slack [ns]	std cells
after floorplan	-	1809	0.4383	114
after global placement	39.44	2238	0.4564	218
after detailed placement	39.44	2238	0.4690	218
after CTS	41.31	2345	0.4886	226
after global routing	41.31	2345	0.5125	226
final	41.31	2345	0.4849	226
[cell usage in the layout, fill, tap and decap left out, types with 2 or more instances in the layout]
cell / Yosys / layout
ha_1: 2 / 2
clkbuf_8: 0 / 5
mux2i_1: 2 / 2
or2_2: 2 / 2
a21oi_2: 2 / 2
xnor2_1: 7 / 7
nor3_1: 3 / 3
mux4_2: 8 / 8
dfxtp_1: 11 / 11
nand3_1: 3 / 3
and3_2: 3 / 3
nand2_1: 3 / 3
xor2_1: 3 / 3
inv_1: 2 / 2
a31oi_1: 2 / 2
clkinv_1: 0 / 2
nor2_1: 8 / 8
edfxtp_1: 33 / 33
clkdlybuf4s50_1: 0 / 37
[logic make-up after synthesis]
group	count (synthesis)	share of synthesized area (%)
DFF	44	66.94
and+or+nand+nor	30	9.060
muxes	11	11.69
AOI/OAI and AO/OA	10	3.942
xor gates and xnor gates	10	4.841
buffers and inverters	7	2.144
adders and majority gates	2	1.383
