==> flow/run.sh <==
#!/bin/bash
# OpenROAD 26Q1-2900-gdf79404cd8, Yosys 0.63+post, stock flow scripts
make -C /OpenROAD-flow-scripts/flow DESIGN_CONFIG=/design/flow/config.mk WORK_HOME=/design/flow/orfs finish
==> flow/config.mk <==
export PLATFORM = sky130hd
export DESIGN_NAME = keyboard
export DESIGN_NICKNAME = keyboard
export VERILOG_FILES = /design/flow/design.v
export SDC_FILE = /design/flow/constraint.sdc
export NUM_CORES = 4
export LEC_CHECK = 1
export CORE_UTILIZATION = 50
==> flow/design.v <==
module keyboard
(
	input  wire      clock,
	input  wire      ce,
	input  wire[1:0] ps2,
	output wire      reset,
	output wire      boot,
	output wire      cas,
	input  wire[3:0] row,
	output wire[7:0] do
);
reg      ps2c;
reg      ps2d;
reg      ps2e;
reg[7:0] ps2f;
always @(posedge clock) if(ce)
begin
	ps2d <= ps2[1];
	ps2e <= 1'b0;
	ps2f <= { ps2[0], ps2f[7:1] };
	if(ps2f == 8'hFF) ps2c <= 1'b1;
	else if(ps2f == 8'h00)
	begin
		ps2c <= 1'b0;
		if(ps2c) ps2e <= 1'b1;
	end
end
reg parity;
reg received;
reg[8:0] data;
reg[3:0] count;
reg[7:0] scancode;
always @(posedge clock) if(ce)
begin
	received <= 1'b0;
	if(ps2e) begin
		if(count == 4'd0) begin
			parity <= 1'b0;
			if(!ps2d) count <= count+4'd1;
		end
		else begin
			if(count < 4'd10) begin
				data <= { ps2d, data[8:1] };
				count <= count+4'd1;
				parity <= parity ^ ps2d;
			end
			else if(ps2d) begin
				count <= 4'd0;
				if(parity) begin
					scancode <= data[7:0];
					received <= 1'b1;
				end
			end
			else count <= 0;
		end
	end
end
reg      pressed = 1'b0;
reg      F8;  
reg      F11;  
reg      F12;  
reg[7:0] key[9:0];
initial begin
	F8 = 1'b1;
	F11 = 1'b1;
	F12 = 1'b1;
	key[0] = 8'hFF;
	key[1] = 8'hFF;
	key[2] = 8'hFF;
	key[3] = 8'hFF;
	key[4] = 8'hFF;
	key[5] = 8'hFF;
	key[6] = 8'hFF;
	key[7] = 8'hFF;
	key[8] = 8'hFF;
	key[9] = 8'hFF;
end
always @(posedge clock) if(ce)
if(received)
	if(scancode == 8'hF0) pressed <= 1'b1;  
	else
	begin
		pressed <= 1'b0;
		case(scancode)
			8'h0A: F8        <= pressed;  
			8'h78: F11       <= pressed;  
			8'h07: F12       <= pressed;  
			8'h16: key[0][0] <= pressed;  
			8'h58: key[0][3] <= pressed;  
			8'h75: key[0][4] <= pressed;  
			8'h72: key[0][5] <= pressed;  
			8'h76: key[0][6] <= pressed;  
			8'h12: key[0][7] <= pressed;  
			8'h59: key[0][7] <= pressed;  
			8'h26: key[1][0] <= pressed;  
			8'h25: key[1][1] <= pressed;  
			8'h24: key[1][2] <= pressed;  
			8'h22: key[1][3] <= pressed;  
			8'h23: key[1][4] <= pressed;  
			8'h21: key[1][5] <= pressed;  
			8'h1E: key[2][0] <= pressed;  
			8'h15: key[2][1] <= pressed;  
			8'h1D: key[2][2] <= pressed;  
			8'h1A: key[2][3] <= pressed;  
			8'h1B: key[2][4] <= pressed;  
			8'h1C: key[2][5] <= pressed;  
			8'h14: key[2][6] <= pressed;  
			8'h2E: key[3][0] <= pressed;  
			8'h2D: key[3][1] <= pressed;  
			8'h2C: key[3][2] <= pressed;  
			8'h2A: key[3][3] <= pressed;  
			8'h34: key[3][4] <= pressed;  
			8'h2B: key[3][5] <= pressed;  
			8'h36: key[4][0] <= pressed;  
			8'h35: key[4][1] <= pressed;  
			8'h33: key[4][2] <= pressed;  
			8'h29: key[4][3] <= pressed;  
			8'h31: key[4][4] <= pressed;  
			8'h32: key[4][5] <= pressed;  
			8'h3D: key[5][0] <= pressed;  
			8'h3E: key[5][1] <= pressed;  
			8'h3C: key[5][2] <= pressed;  
			8'h3A: key[5][3] <= pressed;  
			8'h3B: key[5][5] <= pressed;  
			8'h46: key[6][0] <= pressed;  
			8'h43: key[6][1] <= pressed;  
			8'h44: key[6][2] <= pressed;  
			8'h41: key[6][3] <= pressed;  
			8'h42: key[6][5] <= pressed;  
			8'h45: key[7][0] <= pressed;  
			8'h4D: key[7][1] <= pressed;  
			8'h4B: key[7][2] <= pressed;  
			8'h49: key[7][3] <= pressed;  
			8'h4C: key[7][5] <= pressed;  
			8'h4E: key[8][0] <= pressed;  
			8'h55: key[8][1] <= pressed;  
			8'h54: key[8][2] <= pressed;  
			8'h4A: key[8][3] <= pressed;  
			8'h52: key[8][5] <= pressed;  
			8'h66: key[9][0] <= pressed;  
			8'h5B: key[9][1] <= pressed;  
			8'h6B: key[9][2] <= pressed;  
			8'h5A: key[9][3] <= pressed;  
			8'h74: key[9][5] <= pressed;  
		endcase
	end
assign cas = F8;
assign boot = F11;
assign reset = F11;
assign do = key[row];
endmodule
==> flow/constraint.sdc <==
current_design keyboard

set clk_period 3.8
set clk_io_pct 0.2

create_clock -name clk0 -period $clk_period [get_ports {clock}]

set non_clock_inputs [all_inputs -no_clocks]
set_input_delay [expr $clk_period * $clk_io_pct] -clock clk0 $non_clock_inputs
set_output_delay [expr $clk_period * $clk_io_pct] -clock clk0 [all_outputs]
==> results_slide.txt <==
Run Summary

Status
  • Outcome: completed

Worst setup path
  • RR Endpoint: key[9][2]
  • Nature of the critical path endpoint: output pin
  • R2R cell count: 3
  • Reg2Reg Setup Slack: 1.97 ns
  • Setup crit end: do[7]
  • Crit path launch: row[2]
  • Crit path DRT: slightly above 3 ns
  • WS Path Type: in -> out
  • FF-to-FF Start: scancode[2]
  • CP startpoint kind: input port
  • Worst EP arrival: about 2.8 ns
  • Critical-path maximum fanout: 11

Drt
  • Iter 0 DRT Violations: between 150 and 200
  • Routed WL: between 7 and 8 mm
  • Diodes inserted: 0
  • TritonRoute pass-1 iters: 4
  • Wirelength per Cell: between 15 and 20 microns
  • Via count: about 2500
  • Drt via density: 5.60
  • DRC viols: 0
  • ANT nets after route: 0

Final timing
  • Min Tclk post-route: 3.57 ns
  • Setup TNS: 0 ns
  • RSZ-0062 raised after global routing: no
  • Final period util: a little over nine tenths
  • Final setup viols: 0
  • Pins Over Slew Limit: 0
  • Fmax: roughly 0.28 GHz
  • Final Hold Viols: 0
  • Worst slew pin tran: about 0.81 ns
  • Clk_skew: roughly 0.007 ns
  • Hold WS: about 0.43 ns
  • Max-slew headroom: between 40% and 50%

Worst hold path
  • Worst min-delay path category: reg -> reg

Floorplanning
  • Die height: roughly 90 microns
  • Boundary Pins: 19
  • Die ar.: between 8000 and 9000 sq um
  • Row count: 32
  • Core box area: a little under 8000 sq um
  • Die width: around 92 microns
  • Initial Util: 51.9%

Logic synthesis
  • Commonest flop: edfxtp_1
  • Cell variety after synth: ~44
  • Synth Area per Inst: about 13 sq um
  • Cell Area, Synth: slightly above 4000 sq um
  • Yosys Chip Area: 4030 sq um
  • Yosys reg bits: around 93
  • Synth Seq Share: 69.3%
  • Number of synthesized flops with an enable pin: slightly above 90
  • Yosys warning tally: 2
  • Number of cells in Yosys stat: between 300 and 400
  • FFs w/ async S/R, synth: 0%
  • Cell count after synthesis: around 320

Global route
  • Largest net degree at the start of global routing: 32
  • First-pass GRT wire length: between 10 and 15 mm
  • Vias in the first global route: approximately 2600
  • Final global-route overflow total: 0
  • GR Util All Layers: between 20 and 25%
  • Antenna violations before repair: 0

Flow run
  • Tool Warnings: 26
  • Max-Cap Viols: 0

Layout
  • Syn-to-layout area delta: 13.7%
  • Layout cell share with drive strength beyond 1: under 10%

Pwr
  • Power Density: roughly 430 nW/um^2
  • Leak pwr: 0.00146 uW
  • Worst VDD drop: approximately 0.22 mV

Placed design
  • Final HPWL DP: 5.29 mm
  • Port bufs: 18
  • Routability Congestion: 0.862

Clock tree
  • CTS root buffer: clkbuf_8
  • Post-CTS Setup Bufs: 0
  • CTS HTree Levels: 3
  • Clk slew on worst S/H paths: about 0.08 ns
  • Num CTS Buffers: 9
  • CTS resizes: 0
  • Clk sinks: between 90 and 100
  • Clk ins delay skew pair: ~0.35 ns
  • Hold buffer count at CTS: 0
  • CTS tree: yes
  • Clk buf depth: 2
==> logic make-up after synthesis <==
| group | after synthesis | synth area share [%] |
|---|---|---|
| AND/OR/NAND/NOR | 139 | 15.8 |
| adder cells (fa/ha/maj) | 2 | 0.621 |
| buffers and inverters | 24 | 2.86 |
| XOR/XNOR | 2 | 0.435 |
| flip-flops | 93 | 69.3 |
| AND-OR/OR-AND | 45 | 7.89 |
| multiplexers | 11 | 3.11 |
==> cell usage after synthesis (all sizes together), types with 3 or more instances <==
cell     number  area share, %
inv           9           0.84
nor3          7           0.87
o21ai         5           0.62
nand3         7           0.87
nand2        21            2.0
nor2         70            6.5
a2bb2oi       4           0.87
nand4         3           0.47
a21oi        11            1.4
buf           9            1.5
nor3b         4           0.75
o32a          4           0.99
edfxtp       93             69
clkbuf        6           0.56
nor2b        12            1.9
nor4          3           0.47
nand2b        3           0.47
mux2i         8            2.0
o22ai         3           0.47
==> sequential cells by signal, indices dropped and copies added (netlist names) <==
signal    flops
key          56
data          9
ps2f          8
scancode      8
count         4
F11           1
F8            1
parity        1
pressed       1
ps2c          1
ps2d          1
ps2e          1
received      1
==> per-layer routing <==
| metal | global-route usage, % | vias to the layer above | part of all wire [%] | wire [microns] |
|---|---|---|---|---|
| met2 | 33.2 | 73 | 47 | 3690 |
| met5 | 0 | - | 0 | 0 |
| met1 | 38.1 | 1219 | 45 | 3540 |
| met3 | 5.65 | 16 | 5.7 | 447 |
| met4 | 5.21 | 0 | 2.7 | 210 |
| li1 | - | 1216 | - | - |
==> worst max-delay path, stage by stage <==
cell,delay [ns]
clkdlybuf4s50_1,0.44
buf_4,0.21
or2_0,0.31
nor3_1,0.24
a21oi_1,0.07
buf_4,0.18
or2_1,0.21
clkdlybuf4s50_1,0.39
==> layout make-up <==
cell class                      count  area, sq um
Clock inverter                      7         97.6
Timing Repair Buffer               32          285
Tap cell                          102          128
Fill cell                         631         3190
Sequential cell                    93         2790
Inverter                            9         33.8
Clock buffer                        9          124
Multi-Input combinational cell    199         1120
==> per-stage QoR <==
step	util (%)	area [sq um]	cells	total power [uW]	worst slack, ns
floorplan	-	4030	316	1220	1.29
global placement	56.1	4360	435	1260	0.186
detailed placement	56.1	4360	435	1260	0.235
CTS	59.0	4580	451	1980	0.208
global route	59.0	4580	451	2030	0.0953
finish	59.0	4580	451	1960	0.232
==> how the worst min path moves through the flow <==
stage     startpoint          end  slack (ns)  cells after the start
6_report     data[8]      data[7]        0.43                      0
5_1_grt      data[0]  scancode[0]        0.46                      0
4_1_cts      data[0]  scancode[0]        0.44                      0
==> layout by cell type, fill, tap and decap left out, types with 8 or more instances in the layout <==
cell type	netlist	routed
nor2_1	70	70
a21oi_1	11	11
buf_4	3	14
nand2_1	21	21
inv_1	8	8
clkdlybuf4s50_1	0	18
mux2i_1	8	8
clkbuf_8	0	9
nor2b_1	12	12
edfxtp_1	93	93
==> where the power goes <==
group          switching, uW  total (uW)  internal, uW
logic                   49.3         102          52.3
clock network            345         719           374
registers               9.00        1140          1130
Power is estimated from default activity; no workload was simulated.
