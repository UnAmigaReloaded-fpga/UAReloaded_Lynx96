==> design/flow/design.v <==
module UM6845R
(
  	input            CLOCK,
	input            CLKEN,
	input            nRESET,
	input            TYPE,
	input            ENABLE,
	input            nCS,
	input            R_nW,
	input            RS,
	input      [7:0] DI,
	output reg [7:0] DO,
	output reg       VSYNC,
	output reg       HSYNC,
	output           DE,
	output           hBlank,
	output           vBlank,
	output           FIELD,
	output           CURSOR,
	output    [13:0] MA,
	output     [4:0] RA
);
assign FIELD = ~field & interlace[0];
assign MA = row_addr + hcc;
assign RA = line | (field & interlace[0]);
assign DE = de[R8_skew & ~{2{TYPE}}];
assign hBlank = ~hde;
assign vBlank = ~vde;
reg [7:0] R0_h_total = 0;
reg [7:0] R1_h_displayed = 0;
reg [7:0] R2_h_sync_pos = 0;
reg [3:0] R3_v_sync_width;
reg [3:0] R3_h_sync_width = 0;
reg [6:0] R4_v_total;
reg [4:0] R5_v_total_adj;
reg [6:0] R6_v_displayed;
reg [6:0] R7_v_sync_pos;
reg [1:0] R8_skew;
reg [1:0] R8_interlace;
reg [4:0] R9_v_max_line;
reg [1:0] R10_cursor_mode;
reg [4:0] R10_cursor_start;
reg [4:0] R11_cursor_end;
reg [5:0] R12_start_addr_h;
reg [7:0] R13_start_addr_l;
reg [5:0] R14_cursor_h;
reg [7:0] R15_cursor_l;
reg [4:0] addr;
always @(*) begin
	DO = 8'hFF;
	if (ENABLE & ~nCS) begin
		if (RS) begin
			case (addr)
				10: DO = {R10_cursor_mode, R10_cursor_start};
				11: DO = R11_cursor_end;
				12: DO = TYPE ? 8'h00 : R12_start_addr_h;
				13: DO = TYPE ? 8'h00 : R13_start_addr_l;
				14: DO = R14_cursor_h;
				15: DO = R15_cursor_l;
				31: DO = TYPE ? 8'hFF : 8'h00;
			 default: DO = 0;
			endcase
		end
		else if(TYPE) begin
			DO = vde ? 8'h00 : 8'h20;  
		end
	end
end
always @(posedge CLOCK) begin
	if (ENABLE & ~nCS & ~R_nW) begin
		if (~RS) addr <= DI[4:0];
		else begin
			case (addr)
				00: R0_h_total <= DI;
				01: R1_h_displayed <= DI;
				02: R2_h_sync_pos <= DI;
				03: {R3_v_sync_width,R3_h_sync_width} <= DI;
				04: R4_v_total <= DI[6:0];
				05: R5_v_total_adj <= DI[4:0];
				06: R6_v_displayed <= DI[6:0];
				07: R7_v_sync_pos <= DI[6:0];
				08: {R8_skew, R8_interlace} <= {DI[5:4],DI[1:0]};
				09: R9_v_max_line <= DI[4:0];
				10: {R10_cursor_mode,R10_cursor_start} <= DI[6:0];
				11: R11_cursor_end <= DI[4:0];
				12: R12_start_addr_h <= DI[5:0];
				13: R13_start_addr_l <= DI[7:0];
				14: R14_cursor_h <= DI[5:0];
				15: R15_cursor_l <= DI[7:0];
			endcase
		end
	end
end
wire [4:0] interlace = &R8_interlace[1:0];
reg        in_adj;
reg  [7:0] hcc = 0;
wire       hcc_last  = (hcc == R0_h_total) && (TYPE || R0_h_total);  
wire [7:0] hcc_next  = hcc_last ? 8'h00 : hcc + 1'd1;
reg  [4:0] line;
wire [4:0] line_max  = (in_adj ? R5_v_total_adj-1'd1 : R9_v_max_line) & ~interlace;
wire       line_last = (line == line_max) || !line_max;
wire [4:0] line_next = (line_last ? 5'd0 : line + 1'd1 + interlace) & ~interlace;
wire       line_new  = hcc_last;
reg  [6:0] row;
wire       row_last  = (row == R4_v_total) || !R4_v_total;
wire [6:0] row_next  = (row_last & ~frame_adj) ? 7'd0 : row + 1'd1;
wire       row_new   = line_new & line_last;
wire       frame_adj = row_last && ~in_adj && R5_v_total_adj;
wire       frame_new = row_new & (row_last | in_adj) & ~frame_adj;
reg  field;
always @(posedge CLOCK) begin
	if(~nRESET) begin
		hcc    <= 0;
		line   <= 0;
		row    <= 0;
		in_adj <= 0;
		field  <= 0;
	end
	else if(CLKEN) begin
		hcc <= hcc_next;
		if(line_new) line <= line_next;
		if(row_new) begin
			if(frame_adj) in_adj <= 1;
			else if(frame_new) begin
				in_adj <= 0;
				row <= 0;
				field <= ~field & R8_interlace[0];
			end
			else row <= row_next;
		end
	end
end
wire CRTC1_reload =  TYPE & ~line_last & !row & !hcc_next;  
wire CRTC0_reload = ~TYPE & line_new & !R4_v_total & !R9_v_max_line;
reg  [13:0] row_addr;
always @(posedge CLOCK) begin
	if(CLKEN) begin
		if(hcc_next == R1_h_displayed && line_last) row_addr <= row_addr + R1_h_displayed;
		if(frame_new | CRTC0_reload | CRTC1_reload) row_addr <= {R12_start_addr_h, R13_start_addr_l};
	end
end
reg hde;
reg [3:0] hsc;
always @(posedge CLOCK) begin
	if(~nRESET) begin
		hsc    <= 0;
		hde    <= 0;
		HSYNC  <= 0;
	end
	else if (CLKEN) begin
		if(line_new)                   hde <= 1;
		if(hcc_next == R1_h_displayed) hde <= 0;
		if(hsc) hsc <= hsc - 1'd1;
		else if (hcc_next == R2_h_sync_pos) begin
			if(R3_h_sync_width) begin
				HSYNC <= 1;
				hsc <= R3_h_sync_width - 1'd1;
			end
		end
		else HSYNC <= 0;
	end
end
reg vde;
reg old_hs;
reg [3:0] vsc;
always @(posedge CLOCK) begin
	if(~nRESET) begin
		vsc    <= 0;
		vde    <= 0;
		VSYNC  <= 0;
	end
	else if (CLKEN) begin
		if(row_new) begin
			if(frame_new)                  vde <= 1;
			if(row_next == R6_v_displayed) vde <= 0;
		end
		old_hs <= HSYNC;
		if(old_hs && ~HSYNC && !vsc) VSYNC <= 0;
		if(field ? (hcc_next == {1'b0, R0_h_total[7:1]}) : line_new) begin
			if(vsc) vsc <= vsc - 1'd1;
			else if (field ? (row == R7_v_sync_pos && !line) : (row_next == R7_v_sync_pos && line_last)) begin
				VSYNC <= 1;
				vsc <= (TYPE ? 4'd0 : R3_v_sync_width) - 1'd1;
			end
			else VSYNC <= 0;
		end
	end
end
wire [3:0] de = {1'b0, dde[1:0], hde & vde & |R6_v_displayed};
reg  [1:0] dde;
always @(posedge CLOCK) if (CLKEN) dde <= {dde[0],de[0]};
reg cursor_line;
assign CURSOR = hde & vde & MA == {R14_cursor_h, R15_cursor_l} & cursor_line;
always @(posedge CLOCK) begin
	if(~nRESET) begin
		cursor_line <= 0;
	end
	else if (CLKEN) begin
		if (line == R10_cursor_start)
			cursor_line <= 1;
		else if (line == R11_cursor_end)
			cursor_line <= 0;
		end
	end
endmodule
==> design/flow/run.sh <==
#!/bin/bash
# OpenROAD 26Q1-2900-gdf79404cd8, Yosys 0.63+post, stock flow scripts
make -C /OpenROAD-flow-scripts/flow DESIGN_CONFIG=/design/flow/config.mk WORK_HOME=/design/flow/orfs finish
==> design/flow/config.mk <==
export PLATFORM = sky130hd
export DESIGN_NAME = UM6845R
export DESIGN_NICKNAME = UM6845R
export VERILOG_FILES = /design/flow/design.v
export SDC_FILE = /design/flow/constraint.sdc
export NUM_CORES = 4
export LEC_CHECK = 1
export CORE_UTILIZATION = 30
==> design/flow/constraint.sdc <==
current_design UM6845R

set clk_period 6.2
set clk_io_pct 0.2

create_clock -name clk0 -period $clk_period [get_ports {CLOCK}]

set non_clock_inputs [all_inputs -no_clocks]
set_input_delay [expr $clk_period * $clk_io_pct] -clock clk0 $non_clock_inputs
set_output_delay [expr $clk_period * $clk_io_pct] -clock clk0 [all_outputs]
==> run summary <==
impl run done, here's what came out: CP startpoint kind flip-flop, DRC 0, Final ANT Viol Nets 0, Setup violations, final 0, Setup TNS Final 0 ns, Vias/cell about 5.2, n_diodes 0, cts hold-fix bufs 0, 1st-pass router iterations 6, Fmax 187.1 MHz, share of cells above drive strength 1 under 10%, worst r2r path cells 11, initial antenna violation count 0, Final Power 2.567 mW, fillers roughly 3200, placed inst area approximately 11000 µm², Cell Pwr Density ~230 nW/µm², VDD IR max 0.2125 mV, mux frac, synth a little over 1%, die extent in y 183.4 µm, Hold WS ~0.45 ns, sequential fraction of the synthesis area 46.33%, Synth Area in Adders between 3 and 4%, total tool warning count 26, Yosys reg bits around 160, vias in the first global route between 7000 and 8000, fraction of the mapped netlist area in compound gates 16.17%, H-tree Lvls 4, post-route setup slack around 0.86 ns, Final HPWL DP just under 20 mm, AND/OR/NAND/NOR Cells, Area Fraction 19.17%, outcome completed, WP data required 4.96 ns, Post-Route WL roughly 26 mm, synthesized area per cell roughly 10 µm², first-pass GRT wire length 41.07 mm, via count 7640, yosys warns 1, Final Hold Viols 0, buffer type at the clock tree root clkbuf_16, Synth logic family simple AND/OR/NAND/NOR gates, Yosys top cell by area edfxtp_1, WL per Instance ~18 µm, RSZ-0062 raised after global routing false, Max Root-Sink Buffers 2, cts bufs inserted 17, Final Cycle Share a little under nine tenths, Period minus WS final 5.345 ns, yosys cell count around 1000, Rows between 60 and 70, clk latency late pin roughly 0.42 ns, Max Fanout on Critical Path 12, largest net degree at the start of global routing between 40 and 50, die area 33640 µm², P_leak 3.808 nW, CTS clk-pin slew, worst paths ~0.06 ns, postcts setup bufs 0, core area about 32000 µm², Port Buf Inserts between 40 and 50, Critical Path AT 4.10 ns, Mapped Cells 990, area of the mapped netlist ~9900 µm², crit path capture type output pin, Finished Cell Area roughly 11000 µm², Yosys Chip Area approximately 9900 µm², Area leader share 39.23%, total global routing overflow 0, max-capacitance violation count 0, most used flip-flop cell edfxtp_1, Worst Tran Pin Value between 1 and 1.5 ns, Gate Area roughly 4900 µm², Synth Area in XOR/XNOR under 10%, ys async rst share 0%, synthesis-to-finish area growth 15.01%, relative slew slack 30.91%, clock skew 0.01223 ns, I/O pin cnt 50, HP Class flip-flop to flip-flop, top cells, area edfxtp_1 39%, dfxtp_1 7.1%, xnor2_1 4.7%, xor2_1 3.9%, nor2_1 3.1%, clk sinks about 160, Final Max Tran Viols 0, DP Worst Slack approximately 1.3 ns, die width around 180 µm, crit path kind flip-flop to output pin, post-cts resize count 0, Initial DRC Count roughly 600, count of library flops with an enable pin between 100 and 150, floorplan utilization between 30% and 40%, hold depth 0, Reg area around 4600 µm², CTS tree built, GRT Total Usage 16.50%, gpl congestion between 0.9 and 1, synth unique cells between 90 and 100
-- stage by stage --
stage               utilization, %  std cells
detailed placement           33.11       1436
global placement             33.11       1436
finish                       35.00       1467
global route                 35.00       1467
CTS                          35.00       1467
floorplan                        -        990
-- placed cells by master (no fill, tap or decap), types with 7 or more instances in the layout --
cell type | netlist | layout
and2_1 | 8 | 8
xnor2_1 | 53 | 53
o22ai_1 | 8 | 8
a21boi_0 | 11 | 11
o21ai_0 | 46 | 46
nor3_1 | 31 | 31
mux2i_1 | 9 | 9
clkdlybuf4s50_1 | 0 | 49
o21ai_1 | 11 | 11
buf_4 | 6 | 17
or2_1 | 7 | 7
inv_1 | 33 | 33
nor2_1 | 82 | 82
dfxtp_1 | 35 | 35
nor2b_1 | 21 | 21
edfxtp_1 | 129 | 129
nor3b_1 | 7 | 7
xor2_1 | 44 | 44
a22oi_1 | 18 | 18
a31oi_1 | 12 | 12
nand2_1 | 78 | 78
a221oi_1 | 7 | 7
nand4_1 | 13 | 13
nor4_1 | 15 | 15
or3_1 | 7 | 7
a21oi_1 | 41 | 41
clkbuf_16 | 0 | 17
nand3_1 | 34 | 34
ha_1 | 24 | 24
nand2b_1 | 20 | 20
-- cell families after synthesis --
logic type / after synthesis
XOR/XNOR: 101
adder cells (fa/ha/maj): 26
AND/OR/NAND/NOR: 363
buffers and inverters: 96
AND-OR/OR-AND: 230
flip-flops: 164
multiplexers: 10
-- power by group --
part / internal (mW) / leakage, nW / total, mW / switching, mW
logic: 0.109 / 2.07 / 0.240 / 0.131
clock network: 0.676 / 0.293 / 1.10 / 0.429
registers: 1.20 / 1.45 / 1.22 / 0.0201
total: 1.99 / 3.81 / 2.57 / 0.580
-- final cells by class --
cell class / instances / area share (%)
Multi-Input combinational cell: 730 / 42.90
Sequential cell: 164 / 40.28
Timing Repair Buffer: 66 / 5.442
Tap cell: 442 / 4.869
Clock buffer: 20 / 3.845
Clock inverter: 11 / 1.542
Inverter: 34 / 1.124
-- critical path, stage by stage, from the launching register on --
cell and delay [ns]:
dfxtp_1 0.63, ha_1 0.35, a21oi_1 0.23, nor2b_1 0.13, o31a_1 0.29, o41ai_1 0.83
nor2_1 0.11, xor2_1 0.20, xor2_1 0.15, nor4_1 0.23, clkdlybuf4s50_1 0.52
-- path summary, 6_finish.rpt --
| path | endpoint | slack [ns] | startpoint |
|---|---|---|---|
| worst max register to register | row_addr[7]$_DFFE_PP_ | 2.61 | R5_v_total_adj[0]$_DFFE_PP_ |
| worst min register to register | dde[1]$_DFFE_PP_ | 0.45 | dde[0]$_DFFE_PP_ |
| worst max-delay path | CURSOR | 0.86 | hcc[2]$_SDFFE_PN0P_ |
| worst min-delay path | dde[1]$_DFFE_PP_ | 0.45 | dde[0]$_DFFE_PP_ |
-- sequential cells by signal, summed over array words and instances (netlist names), 5 cells and up, named ones only --
name and count:
R6_v_displayed 7, R4_v_total 7, addr 5, row_addr 14
R1_h_displayed 8, row 7, R9_v_max_line 5, R5_v_total_adj 5
R14_cursor_h 6, hcc 8, R10_cursor_start 5, R11_cursor_end 5
R13_start_addr_l 8, R15_cursor_l 8, R12_start_addr_h 6, R0_h_total 8
R7_v_sync_pos 7, line 5, R2_h_sync_pos 8
-- synthesized netlist by cell type, types with 6 or more instances --
library cell	count
nor2b_1	21
nand2b_1	20
a221oi_1	7
ha_1	24
nand2_1	78
or3_1	7
nor4_1	15
nand3_1	34
or2_1	7
and2_1	8
nand4_1	13
nor3_1	31
nor3b_1	7
clkbuf_1	34
a21oi_1	41
inv_1	33
edfxtp_1	129
nor2_1	82
o22ai_1	8
a22oi_1	18
and3_1	6
xnor2_1	53
a31oi_1	12
xor2_1	44
mux2i_1	9
o21ai_1	11
o21ai_0	46
dfxtp_1	35
buf_4	6
buf_2	18
a21boi_0	11
-- layer usage --
metal  vias up  wire [µm]  GRT usage (%)
li1       3711          -              -
met1      3654      11180          22.27
met2       237      12700          27.05
met3        38       1663          4.766
met4         0        605          3.367
met5         -          0              0
Power figures rest on the tool's default switching activity, not on a simulated workload.
